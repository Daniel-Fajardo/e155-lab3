$ cat flow/run.sh
#!/bin/bash
# OpenROAD 26Q1-2900-gdf79404cd8, Yosys 0.63+post, stock flow scripts
make -C /OpenROAD-flow-scripts/flow DESIGN_CONFIG=/design/flow/config.mk WORK_HOME=/design/flow/orfs finish
$ cat flow/config.mk
export PLATFORM = sky130hd
export DESIGN_NAME = hex
export DESIGN_NICKNAME = hex
export VERILOG_FILES = /design/flow/design.v
export SDC_FILE = /design/flow/constraint.sdc
export NUM_CORES = 4
export LEC_CHECK = 1
export CORE_AREA = 10 10 70 70
export DIE_AREA = 0 0 80 80
$ cat flow/constraint.sdc
current_design hex

set clk_period 1.2
set clk_io_pct 0.2

create_clock -name clk0 -period $clk_period [get_ports {clk}]

set non_clock_inputs [all_inputs -no_clocks]
set_input_delay [expr $clk_period * $clk_io_pct] -clock clk0 $non_clock_inputs
set_output_delay [expr $clk_period * $clk_io_pct] -clock clk0 [all_outputs]
$ cat flow/design.v
module hex(
    input logic clk, reset, hexen,
    input logic [3:0] hex,
    output logic [3:0] hex1, hex2
);
    always_ff @(posedge clk)
        if (!reset) begin
            hex2 <= 4'b0000;
            hex1 <= 4'b0000;
            end
        else if (hexen) begin
            hex2 <= hex1;
            hex1 <= hex;
            end
        else begin
            hex2 <= hex2;
            hex1 <= hex1;
            end
endmodule
==> reports/qor.tcl <==
set qor(timing_max_transition_violations_final) 0
set qor(synth_cells) 25
set qor(drt_pre_antenna_iters) 3
set qor(antenna_found_initial) 0
set qor(placement_rows) 21
set qor(max_slew_margin_vs_limit_pct) 85.7
set qor(worst-slew-pin-transition_ps) 213
set qor(synth_sequential_area_ratio_pct) 53.1
set qor(static-leakage-power_nw) 0.254
set qor(clock_tree.root_cell) {sky130_fd_sc_hd__clkbuf_4}
set qor(hold_path_depth) 2
set qor(drt-initial-drc-count) 1
set qor(drt.antenna.violating_nets) 0
set qor(hold_end) {hex2[2]}
set qor(clk_pin_slew_worst_paths_ps) 50
set qor(power.ir.vdd_worst_uv) 207
set qor(kind_of_capture_point_of_the_worst_setup_path) {output port}
set qor(achievable-frequency_mhz) 956
set qor(clockBufferDepth) 2
set qor(cts.sinks) 8
set qor(setup_viol_count_final) 0
set qor(cts.htree.levels) 1
set qor(synth_largest_type_area_fraction_pct) 53.1
set qor(synth-seq-cells) 8
set qor(start_kind) {register}
set qor(drv_cap) 0
set qor(grt_start_max_net_pins) 9
set qor(via_count_of_the_first_global_routing_pass) 280
set qor(critical_path_class) {reg -> out}
set qor(finalCriticalPeriod_ps) 1050
set qor(powerDensity_mw_per_mm2) 1030
set qor(ys.warnings.count) 1
set qor(insertion_delay_ps) 250
set qor(drt_drc_violations_left) 0
set qor(setup_slack_ps) 154
set qor(cp.arrival_ps) 810
set qor(timing.critical_path.fanout_max) 2
set qor(rsz_0062_raised_after_global_routing) {false}
set qor(ios) 15
set qor(syn_area_um2) 302
set qor(worst-path-buf-inv) 1
set qor(hp-start) {hex2[2]}
set qor(crit_family) {flip-flops}
set qor(worst_r2r_path_depth) 3
set qor(groute.usage.overall_pct) 2.71
set qor(worst_ep_required_time_ps) 960
set qor(post_drt_wl_per_cell_um) 9.67
set qor(top_cells_by_area) {sky130_fd_sc_hd__dfxtp_1 (53%), sky130_fd_sc_hd__mux2i_1 (27%), sky130_fd_sc_hd__nor2b_1 (17%), sky130_fd_sc_hd__buf_6 (3.7%)}
set qor(cp_slowest_stage_delay_ps) 320
set qor(run_status) {complete, no violations}
set qor(die_w_um) 80
set qor(flow.area_growth_from_synthesis_pct) 85.1
set qor(initCoreUtil_pct) 8.83
set qor(routed_via_density) 2.66
set qor(critical_path.slowest_cell) {sky130_fd_sc_hd__dfxtp_2}
set qor(detailroute.via_count) 245
set qor(finalHoldViolCount) 0
set qor(reg2reg_setup_slack_ps) 460
set qor(synth_top_cell_by_area) {sky130_fd_sc_hd__dfxtp_1}
set qor(post_synth_num_cell_types) 4
set qor(layout_worst_path_cycle_share_pct) 87.2
set qor(preCtsSetupSlack_ps) -51.4
set qor(routabilityCongestion) 0.665
set qor(port-buffer-count) 14
set qor(core-area_mm2) 0.00342
set qor(design_power_total_w) 0.000577
set qor(total_clock_buffers_created_by_cts) 3
set qor(cts_tree) {built}
set qor(routed_wl_um) 890
set qor(ys_cells) 25
set qor(r2r_end) {hex2[1]}
set qor(warnings) 25
set qor(fp.dieH_um) 80
set qor(ordered_cell_list_for_the_critical_path) {dlygate4sd2_1}
set qor(global_route.overflow_total) 0
set qor(antenna_cells) 0
set qor(hold_path.class) {reg -> reg}
set qor(post_synth.cell_area_avg_um2) 12.1
set qor(layout-drive-gt1-share_pct) 30.4
set qor(grt_first_pass_wirelength_mm) 1.30
set qor(chip_area_mm2) 0.00640
set qor(skew_ps) 0.223
set qor(yosys.stat.chipArea_um2) 302
set qor(worstReg2RegStart) {hex1[1]}
## report_power, final
group          leakage (nW)  switching (W)  total (W)  internal [W]
sequential           0.0679     0.00000627   0.000287      0.000281
combinational         0.173      0.0000257  0.0000869     0.0000612
clock                0.0138      0.0000889   0.000203      0.000114
total                 0.254       0.000121   0.000577      0.000456
## registers in the layout, summed over array words and instances (netlist names)
| name | count |
|---|---|
| hex2 | 4 |
| hex1 | 4 |
## tightest hold or removal path, stage by stage (launching register included)
cell and delay [ps]:
sky130_fd_sc_hd__dfxtp_2 320, sky130_fd_sc_hd__mux2i_1 60, sky130_fd_sc_hd__nor2b_1 90
## synthesized netlist by cell type
cell type,number
sky130_fd_sc_hd__buf_6,1
sky130_fd_sc_hd__dfxtp_1,8
sky130_fd_sc_hd__mux2i_1,8
sky130_fd_sc_hd__nor2b_1,8
## layer usage
metal,part of all wire [%],global-route usage (%)
met5,0,0
met2,63,5.70
met1,29,1.94
met3,5.3,1.36
met4,2.4,0.880
## stage by stage
step / hold slack (ps) / setup TNS, ps / instances / cell area (um^2) / utilization [%]
floorplan: 368 / 0 / 25 / 302 / -
global placement: 514 / -253 / 85 / 508 / 14.9
detailed placement: 510 / -307 / 85 / 508 / 14.9
CTS: 505 / 0 / 92 / 558 / 16.3
global route: 549 / 0 / 92 / 558 / 16.3
finish: 499 / 0 / 92 / 558 / 16.3
## worst max-delay path by stage
stage	depth (start not counted)	from	to	slack, ps
after global routing	1	hex2[3]	hex2[3]	120
final	1	hex1[1]	hex1[1]	150
after CTS	1	hex1[1]	hex1[1]	140
## placed cells by master, fill, tap and decap left out, drive strengths merged
cell type | Yosys | routed
mux2i | 8 | 8
dfxtp | 8 | 8
dlygate4sd2 | 0 | 8
nor2b | 8 | 8
clkbuf | 0 | 3
buf | 1 | 5
clkdlybuf4s50 | 0 | 6
## cell families (layout without fill, tap and decap cells)
family,Yosys count,count (layout),share of synthesized area [%]
buffers and inverters,1,22,3.73
flip-flops,8,8,53.1
multiplexers,8,8,26.6
AND/OR/NAND/NOR,8,8,16.6
## what timing repair did
action | in CTS | in global routing
resized | 14 | 0
hold buffers | 0 | 0
endpoints found under the setup margin | 8 | 0
setup buffers | 4 | 0
## area by class of cell
class	instances	area (um^2)
repair buffers	19	180
multi-input cells	16	130
flip-flops and latches	8	168
fillers	398	2860
well taps	46	57.6
clock buffers	3	22.5
Power is estimated from default activity; no workload was simulated.
