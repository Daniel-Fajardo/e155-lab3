==> config.mk <==
export PLATFORM = sky130hd
export DESIGN_NAME = keypadinput
export DESIGN_NICKNAME = keypadinput
export VERILOG_FILES = /design/flow/design.v
export SDC_FILE = /design/flow/constraint.sdc
export NUM_CORES = 4
export LEC_CHECK = 1
export CORE_AREA = 10 10 70 70
export DIE_AREA = 0 0 80 80
==> constraint.sdc <==
current_design keypadinput

set clk_period 2.0
set clk_io_pct 0.2

create_clock -name clk0 -period $clk_period [get_ports {clk}]

set non_clock_inputs [all_inputs -no_clocks]
set_input_delay [expr $clk_period * $clk_io_pct] -clock clk0 $non_clock_inputs
set_output_delay [expr $clk_period * $clk_io_pct] -clock clk0 [all_outputs]
==> run.sh <==
#!/bin/bash
# OpenROAD 26Q1-2900-gdf79404cd8, Yosys 0.63+post, stock flow scripts
make -C /OpenROAD-flow-scripts/flow DESIGN_CONFIG=/design/flow/config.mk WORK_HOME=/design/flow/orfs finish
==> design.v <==
module keypadinput(
    input logic clk,
    input logic reset,
    input logic [3:0] row,
    output logic [3:0] col,
    output logic [3:0] hex,
    output logic hexen, colen
);
    logic [3:0] state, nextstate;
    always_ff @(posedge clk)
	    if (!reset) begin state <= 4'b0000;
            end
	    else state <= nextstate;
    always_comb
        case (state)
            0: if (~(row[0]|row[1]|row[2]|row[3])) nextstate <= 1;
                else nextstate <= 4;
            1: if (~(row[0]|row[1]|row[2]|row[3])) nextstate <= 2;
                else nextstate <= 5;
            2: if (~(row[0]|row[1]|row[2]|row[3])) nextstate <= 3;
                else nextstate <= 6;
            3: if (~(row[0]|row[1]|row[2]|row[3])) nextstate <= 0;
                else nextstate <= 7;
            4: if (row[0]) nextstate <= 8;
                else if (row[1]) nextstate <= 9;
                else if (row[2]) nextstate <= 10;
                else if (row[3]) nextstate <= 11;
                else nextstate <= 0;
            5: if (row[0]) nextstate <= 8;
                else if (row[1]) nextstate <= 9;
                else if (row[2]) nextstate <= 10;
                else if (row[3]) nextstate <= 11;
                else nextstate <= 0;
            6: if (row[0]) nextstate <= 8;
                else if (row[1]) nextstate <= 9;
                else if (row[2]) nextstate <= 10;
                else if (row[3]) nextstate <= 11;
                else nextstate <= 0;
            7: if (row[0]) nextstate <= 8;
                else if (row[1]) nextstate <= 9;
                else if (row[2]) nextstate <= 10;
                else if (row[3]) nextstate <= 11;
                else nextstate <= 0;
            8: if (row[0]) nextstate <= 8;
                else nextstate <= 0;
            9: if (row[1]) nextstate <= 9;
                else nextstate <= 0;
            10: if (row[2]) nextstate <= 10;
                else nextstate <= 0;
            11: if (row[3]) nextstate <= 11;
                else nextstate <= 0;
            default: nextstate <= 0;
        endcase
    always_comb
        case (state)
            0: begin col <= 4'b0001; 
                hex <= 4'b0000; end  
            1: begin col <= 4'b0010;
                hex <= 4'b0000; end  
            2: begin col <= 4'b0100; 
                hex <= 4'b0000; end  
            3: begin col <= 4'b1000;
                hex <= 4'b0000; end  
            4: if (row[0]) begin hex <= 4'b1010;  
                    col <= 4'b0001; end
                else if (row[1]) begin hex <= 4'b0111;  
                    col <= 4'b0001; end
                else if (row[2]) begin hex <= 4'b0100;  
                    col <= 4'b0001; end
                else if (row[3]) begin hex <= 4'b0001;  
                    col <= 4'b0001; end
                else begin hex <= 4'b0000;
                    col <= 4'b0001; end
            5: if (row[0]) begin hex <= 4'b0000;  
                    col <= 4'b0010; end
                else if (row[1]) begin hex <= 4'b1000;  
                    col <= 4'b0010; end
                else if (row[2]) begin hex <= 4'b0101;  
                    col <= 4'b0010; end
                else if (row[3]) begin hex <= 4'b0010;  
                    col <= 4'b0010; end
                else begin hex <= 4'b0000;
                    col <= 4'b0010; end
            6: if (row[0]) begin hex <= 4'b1011;  
                    col <= 4'b0100; end
                else if (row[1]) begin hex <= 4'b1001;  
                    col <= 4'b0100; end
                else if (row[2]) begin hex <= 4'b0110;  
                    col <= 4'b0100; end
                else if (row[3]) begin hex <= 4'b0011;  
                    col <= 4'b0100; end
                else begin hex <= 4'b0000;
                    col <= 4'b0100; end
            7: if (row[0]) begin hex <= 4'b1111;  
                    col <= 4'b1000; end
                else if (row[1]) begin hex <= 4'b1110;  
                    col <= 4'b1000; end
                else if (row[2]) begin hex <= 4'b1101;  
                    col <= 4'b1000; end
                else if (row[3]) begin hex <= 4'b1100;  
                    col <= 4'b1000; end
                else begin hex <= 4'b0000;
                    col <= 4'b1000; end
            8: begin hex <= 4'b0000;  
                col <= 4'b1111; end
            9: begin hex <= 4'b0000;  
                col <= 4'b1111; end
            10: begin hex <= 4'b0000;  
                col <= 4'b1111; end
            11: begin hex <= 4'b0000;  
                col <= 4'b1111; end
            default: begin hex <= 4'b0000;
                col <= 4'b0001; end
        endcase
    always_comb
        case(state)
            0: hexen <= 0;
            1: hexen <= 0;
            2: hexen <= 0;
            3: hexen <= 0;
            4: hexen <= 1;
            5: hexen <= 1;
            6: hexen <= 1;
            7: hexen <= 1;
            8: hexen <= 0;
            9: hexen <= 0;
            10: hexen <= 0;
            11: hexen <= 0;
            default: hexen <= 0;
        endcase
endmodule
==> run notes <==
run metrics: worst-path cell chain dlygate4sd2_1, buf_6, buf_4, nor2_4, o21ai_2, a41oi_2, o21a_1, dlymetal6s2s_1, antenna cells 0, input/output buffers 14, Via density 4.211, status completed, Crit-path slowest cell dlygate4sd2_1, final setup TNS 0 ns, total track usage 5.231%, total I/O pin count 16, number of enable flip-flop cells 0, fp util 15.31%, H-tree levels 1, Late-Pin Clk Latency approximately 0.24 ns, CTS Buf Count 3, Pleak 0.0003786 uW, clk buf depth 2, Slew Limit Fails 0, FP Rows 21, crit-path max FO 5, critical path arrival 1.49 ns, total grt overflow 0, count of max-cap constraint violations 0, CP startpoint kind primary input, yosys cell count ~76, RSZ-0062 raised after global routing no, hpwl dp roughly 1300 um, Max Clk Rate 529.7 MHz, via count roughly 640, clk sinks 5, final RePlAce weighted congestion 0.9456, vias in the first global route a little over 600, Synth flops 5, drt first-iter violations 46, die area 0.006400 mm^2, synth warn 2, CTS clk-pin slew, worst paths 0.04 ns, CTS Hold Bufs 0, Synth top area share 19.14%, final period utilization between 90% and 100%, # setup viols final 0, top post-synthesis cells by count nand2_1 (9), nor2_1 (8), dfxtp_1 (5), nand2b_1 (5), o21ai_1 (5), initial antenna violation count 0, Critical Path RT 1.60 ns, Post-DRT Antenna Nets 0, largest net degree at the start of global routing 13, min Tclk post-route 1.888 ns, root buf cell clkbuf_4, total wire length approximately 1700 um, Gate Count Post-Synth 76, sequential share of the synthesized area 19.14%, Mapped Area roughly 520 um^2, Residual DRC 0, ratio of cells with drive above 1 in the final layout 41.51%, area reported by Yosys stat 523.0 um^2, pre-CTS setup slack -0.4276 ns, Dominant flop cell dfxtp_1, die height 80 um, Post-synth area hogs dfxtp_1 (19%), nand2_1 (6.5%), nand2b_1 (6.0%), nor2_1 (5.7%), o21ai_1 (4.8%), Yosys top cell by instances nand2_1, async set or reset register ratio after synthesis 0%, global-route wire length before repair 2829 um, Routed WL per cell 10.93 um, Log Warnings 26, Critical Path Max Stage Delay 0.24 ns, Worst Slack Setup Final 0.1122 ns, HP Class reg2reg, synthesized area per cell 6.882 um^2, Final Hold Vio Count 0, Final Skew 0.002642 ns, CTS tree built, Placeable Area roughly 0.0034 mm^2, pwr/cell area 498.9 mW/mm^2, first-pass iteration count of the detailed router 4, Worst setup EP type output port, worst vdd ir between 0.1 and 0.15 mV, Final Util 26.85%, Unique masters post-synth 31, chip width 80 um, Filler Cells Inserted 373, Layout Area Growth over Synthesis 75.36%, Setup Crit Path Kind in2out, leading area contributor after synthesis dfxtp_1
==> worst max-delay path, delay by kind of cell <==
family | cells | cell delay [ns]
simple gates | 1 | 0.12
buf+inv | 4 | 0.60
compound gates | 3 | 0.36
==> final timing paths <==
path | start | to | slack, ns | cells after the start
setup / recovery | row[1] | hex[1] | 0.11 | 8
hold / removal | state[2] | state[2] | 0.57 | 2
setup reg to reg | state[0] | state[3] | 0.71 | 6
hold reg to reg | state[2] | state[2] | 0.57 | 2
==> registers in the layout (all words and copies together) (netlist names) <==
register	count
state	4
hexen	1
==> where the power goes <==
group	total (uW)	switching, uW	internal, uW
clock	116	40.2	75.3
combinational	214	92.1	122
sequential	128	15.5	113
==> what timing repair did <==
item	CTS	global route
setup buffers	3	2
setup endpoints to repair	5	5
pin swaps	3	6
gates resized	22	14
==> final cells by class <==
| class | instances | area (um^2) | area share [%] |
|---|---|---|---|
| Clock buffer | 4 | 26.28 | 2.865 |
| Inverter | 3 | 11.26 | 1.228 |
| Multi-Input combinational cell | 60 | 431.7 | 47.07 |
| Sequential cell | 5 | 107.6 | 11.73 |
| Tap cell | 46 | 57.56 | 6.276 |
| Timing Repair Buffer | 34 | 282.8 | 30.83 |
==> routing by layer <==
layer	track usage, %	share of wire, %	vias up
met4	0.3521	0	0
met1	7.902	53	286
met2	7.143	40	22
met3	1.818	6.6	0
met5	0	0	-
li1	-	-	332
==> stage by stage <==
stage	std cells	hold WS [ns]	instance area [um^2]	total power (uW)
2_1_floorplan	76	0.5138	523.0	218.3
3_3_place_gp	143	0.5524	794.5	325.5
3_5_place_dp	143	0.5618	794.5	325.1
4_1_cts	150	0.5671	870.8	449.9
5_1_grt	152	0.5908	917.1	501.2
6_report	152	0.5747	917.1	457.6
==> layout by cell type, fill, tap and decap left out, types with 2 or more instances in the layout <==
cell type | synthesis | routed
clkdlybuf4s50_1 | 0 | 5
nand3b_1 | 2 | 2
a21oi_2 | 0 | 2
o21ai_1 | 5 | 5
dlygate4sd2_1 | 0 | 4
nand2b_1 | 5 | 4
dfxtp_4 | 0 | 2
nor2_4 | 0 | 2
dfxtp_1 | 5 | 3
nor4b_1 | 2 | 2
clkbuf_4 | 0 | 3
buf_4 | 1 | 19
nor2_2 | 0 | 2
o21a_1 | 3 | 3
nor3_1 | 3 | 3
nor2_1 | 8 | 4
inv_1 | 3 | 3
nand2_1 | 9 | 8
a211oi_1 | 2 | 2
a21oi_1 | 4 | 2
clkbuf_2 | 0 | 2
nand3_1 | 2 | 2
==> cells by family after synthesis <==
group	Yosys count	share of synthesized area (%)
AND-OR/OR-AND	22	28.71
buffers and inverters	11	9.570
flip-flops	5	19.14
multiplexers	2	4.067
other	1	0.7170
AND/OR/NAND/NOR	35	37.80
Power figures rest on the tool's default switching activity, not on a simulated workload.
